**design.v**
```verilog
`timescale 1ns / 1ps
module data_memory
    (input rst_n, clk, MemWrite, MemRead, us,
     input [3:0] byte_en,
     input [31:0] address, write_data, 
     inout [31:0] dmem_data,
     output reg [31:0] read_data);
     reg [7:0] memory [2047:0];
     wire [31:0] wd;
     integer i;
     always @ (*) begin
        if (~rst_n) read_data = 32'd0;
        else if (MemRead) begin
            if (byte_en == 4'b0001) begin
                if (us) begin
                    read_data = {{24{1'b0}}, dmem_data[7:0]};
                end
                else begin
                    read_data = {{24{dmem_data[7]}}, dmem_data[7:0]};
                end
            end
            else if (byte_en == 4'b0011) begin 
                if (us) begin
                    read_data = {{16{1'b0}}, dmem_data[15:0]};
                end
                else begin
                    read_data = {{16{dmem_data[15]}}, dmem_data[15:0]};
                end
            end
            else if (byte_en == 4'b1111) read_data = dmem_data;
        end
        else read_data = 32'd0;
     end
     assign dmem_data = (MemWrite) ? write_data : 32'bz;
endmodule
`timescale 1ns / 1ps
module memory
    (input rst_n, clk, ex_mem_RegWrite, ex_mem_MemtoReg, ex_mem_us, ex_mem_MemRead, ex_mem_MemWrite,
     input [1:0] ex_mem_rw,
     input [3:0] byte_en,
     input [4:0] ex_mem_rd,
     input [31:0] ex_mem_ALU_result, ex_mem_rd2, ex_mem_imm, pc_plus_imm, pc_plus_4,
     inout [31:0] dmem_data,
     output mem_wb_RegWrite, mem_wb_MemtoReg,
     output [1:0] mem_wb_rw,
     output [4:0] mem_wb_rd,
     output [31:0] mem_wb_ALU_result, read_data, mem_wb_imm, mem_wb_pc_plus_imm, mem_wb_pc_plus_4);
     wire [31:0] read_data_m;
     reg mem_wb_RegWrite_reg, mem_wb_MemtoReg_reg;
     reg [1:0] mem_wb_rw_reg;
     reg [4:0] mem_wb_rd_reg;
     reg [31:0] mem_wb_ALU_result_reg, read_data_reg, mem_wb_imm_reg, mem_wb_pc_plus_imm_reg, mem_wb_pc_plus_4_reg;
     data_memory dmem
     (.rst_n(rst_n), .clk(clk), .MemWrite(ex_mem_MemWrite), .MemRead(ex_mem_MemRead), .us(ex_mem_us),
      .byte_en(byte_en),
      .address(ex_mem_ALU_result), .write_data(ex_mem_rd2), 
      .dmem_data(dmem_data),
      .read_data(read_data_m));
     always @ (posedge clk or negedge rst_n) begin
        if (~rst_n) begin
            mem_wb_RegWrite_reg <= 1'b0;
            mem_wb_MemtoReg_reg <= 1'b0;
            mem_wb_rw_reg <= 2'b00;
            mem_wb_rd_reg <= 5'b00000;
            mem_wb_ALU_result_reg <= 32'd0;
            read_data_reg <= 32'd0;
            mem_wb_imm_reg <= 32'd0;
            mem_wb_pc_plus_imm_reg <= 32'd0;
            mem_wb_pc_plus_4_reg <= 32'd0;
        end
        else begin
            mem_wb_RegWrite_reg <= ex_mem_RegWrite;
            mem_wb_MemtoReg_reg <= ex_mem_MemtoReg;
            mem_wb_rw_reg <= ex_mem_rw;
            mem_wb_rd_reg <= ex_mem_rd;
            mem_wb_ALU_result_reg <= ex_mem_ALU_result;
            read_data_reg <= read_data_m;
            mem_wb_imm_reg <= ex_mem_imm;
            mem_wb_pc_plus_imm_reg <= pc_plus_imm;
            mem_wb_pc_plus_4_reg <= pc_plus_4;
        end
     end
     assign mem_wb_RegWrite = mem_wb_RegWrite_reg;
     assign mem_wb_MemtoReg = mem_wb_MemtoReg_reg;
     assign mem_wb_rw = mem_wb_rw_reg;
     assign mem_wb_rd = mem_wb_rd_reg;
     assign mem_wb_ALU_result = mem_wb_ALU_result_reg;
     assign read_data = read_data_reg;
     assign mem_wb_imm = mem_wb_imm_reg;
     assign mem_wb_pc_plus_imm = mem_wb_pc_plus_imm_reg;
     assign mem_wb_pc_plus_4 = mem_wb_pc_plus_4_reg;
endmodule
```
**run.sh**
```bash
#!/bin/bash
# OpenROAD 26Q1-2900-gdf79404cd8, Yosys 0.63+post, stock flow scripts
make -C /OpenROAD-flow-scripts/flow DESIGN_CONFIG=/design/flow/config.mk WORK_HOME=/design/flow/orfs finish
```
**config.mk**
```make
export PLATFORM = sky130hd
export DESIGN_NAME = memory
export DESIGN_NICKNAME = memory
export VERILOG_FILES = /design/flow/design.v
export SDC_FILE = /design/flow/constraint.sdc
export NUM_CORES = 4
export LEC_CHECK = 1
export CORE_AREA = 10 10 207 207
export DIE_AREA = 0 0 217 217
```
**constraint.sdc**
```tcl
current_design memory

set clk_period 1.0
set clk_io_pct 0.2

create_clock -name clk0 -period $clk_period [get_ports {clk}]

set non_clock_inputs [all_inputs -no_clocks]
set_input_delay [expr $clk_period * $clk_io_pct] -clock clk0 $non_clock_inputs
set_output_delay [expr $clk_period * $clk_io_pct] -clock clk0 [all_outputs]
```
==> Slide: Implementation Results <==
Key Metrics from the Run

Run status
  • Status: did not finish
  • Stage reached: clock tree synthesis
  • Error: [error] [KeplerFormal.cpp:679] Workflow failed: Iso has multiple drivers: .ex_mem_rd20, input72.X0

Synth
  • Top_reg_cell synth: dfrtp_1
  • Number of enable flip-flop cells: 0
  • Synth Warn #: 3
  • Top area contributor share: 79.36%
  • Synth Area per Inst: 17.41 um^2
  • Largest area contributor in the netlist: dfrtp_1
  • Cells after Synth: 306
  • Synth unique cells: 16
  • Ys flops: 201
  • Post-synth top cells: dfrtp_1, buf_4, dlxtn_1, a21oi_1, nand2_1
  • Cell Area, Synth: 0.005329 mm^2
  • Simple-Gate Fraction of Synth Area: 2.771%
  • Yosys xor share: 0%
  • Mux share: 0.1878%
  • Top non-seq family: buffers and inverters
  • Complex Gates by Area: 3.193%
  • Yosys Chip Area: 0.005329 mm^2
  • Top cells by area: dfrtp_1, dlxtn_1, buf_4, a21oi_1, nand2_1
  • Synth Area in Adders: 0%
  • # Cells Yosys: 306
  • Most frequent cell after synthesis: dfrtp_1
  • Post-synth ARST share: 84.08%

STA
  • Count of unclocked register or latch pins: 32
  • Number of unconstrained endpoints: 64

Place
  • Post-DP HPWL: 17360 um
  • Cell Count Post-Placement: 1137
  • DP Area: 0.009236 mm^2
  • Final Wtd Congestion: 0.8209
  • Port Buf Inserts: 345

Die
  • Fp_density: 13.82%
  • Die Span Y: 217 um
  • Row count: 72
  • Die X: 217 um
  • Top Ports: 379

Clock network
  • CTS Root Cell: clkbuf_16
  • Num CTS Buffers: 17
  • # H-tree levels: 4
  • CTS resizes: 555
  • Setup bufs post-CTS: 0
  • # hold bufs at CTS: 1
  • Max Root-Sink Buffers: 2
## logic make-up after synthesis
kind of cell / count (synthesis)
AND-OR/OR-AND: 34
buffers and inverters: 41
flip-flops: 169
latches: 32
multiplexers: 1
AND/OR/NAND/NOR: 29
## per-stage QoR
stage / utilization, % / setup WS, ns
after floorplan: - / 0.4879
after global placement: 23.96 / -0.07137
after detailed placement: 23.96 / -0.07110
