==> flow/config.mk <==
export PLATFORM = sky130hd
export DESIGN_NAME = write_back
export DESIGN_NICKNAME = write_back
export VERILOG_FILES = /design/flow/design.v
export SDC_FILE = /design/flow/constraint.sdc
export NUM_CORES = 4
export LEC_CHECK = 1
export CORE_AREA = 10 10 98 98
export DIE_AREA = 0 0 108 108
==> flow/constraint.sdc <==
current_design write_back

set clk_period 3.8
set clk_io_pct 0.2

create_clock -name clk0 -period $clk_period

set non_clock_inputs [all_inputs -no_clocks]
set_input_delay [expr $clk_period * $clk_io_pct] -clock clk0 $non_clock_inputs
set_output_delay [expr $clk_period * $clk_io_pct] -clock clk0 [all_outputs]
==> flow/design.v <==
`timescale 1ns / 1ps
module mux(input s, input [31:0] a, b, output [31:0] c);
    assign c = ~s ? a : b;
endmodule
module mux4_1 
    (input [1:0] s,
     input [31:0] a, b, c,
     output [31:0] d);
     assign d = (s == 2'b01) ? b : (s == 2'b10) ? c : a;
endmodule
module mux_4_1
    (input [1:0] s,
     input [31:0] a, b, c, d,
     output [31:0] e);
     assign e = (s == 2'b00) ? a : (s == 2'b01) ? b : (s == 2'b10) ? c : d;
endmodule
`timescale 1ns / 1ps
module write_back
    (input rst_n, clk, MemtoReg,
     input [1:0] mem_wb_rw,
     input [31:0] read_data, mem_wb_ALU_result, mem_wb_imm, mem_wb_pc_plus_imm, mem_wb_pc_plus_4, 
     output [31:0] write_data);
     reg [31:0] mem_or_alu_result;
     mux mem_or_alu(.s(MemtoReg), .a(mem_wb_ALU_result), .b(read_data), .c(mem_or_alu_result));
     mux_4_1 write_back_mux (.s(mem_wb_rw), .a(mem_or_alu_result), .b(mem_wb_pc_plus_4), .c(mem_wb_imm), .d(mem_wb_pc_plus_imm), .e(write_data));
endmodule
==> flow/run.sh <==
#!/bin/bash
# OpenROAD 26Q1-2900-gdf79404cd8, Yosys 0.63+post, stock flow scripts
make -C /OpenROAD-flow-scripts/flow DESIGN_CONFIG=/design/flow/config.mk WORK_HOME=/design/flow/orfs finish
==> flow_results.org <==
* Flow results

** Run status
- The flow ran to the end, and the final reports show no timing, DRC or antenna violations.

** Finish
- The post-route utilization of the core is recorded as 43.4%.
- Post-synthesis to final-layout area growth :: 156%
- Combined flip-flop and latch cell area :: 0 sq um
- Per the layout report, the design carries 0 clock buffers.
- Share of final-layout standard cells stronger than drive strength 1 :: 26.6%
- For this run, the number of standard cells in the final layout without fillers is 365.
- Number of sequential cells :: 0

** Setup path
- Slowest cell on crit path :: sky130_fd_sc_hd__mux4_2
- The longest incremental delay of any stage on the critical path is reported as 0.45 ns.
- Startpoint Class :: primary input
- Data required, critical path :: 3.04 ns
- Crit Path Max Fanout :: 32
- The setup path with the least slack is of type primary input to output pin.
- Buffer-and-inverter tally for the worst setup path :: 3
- CP Capture Type :: output pin
- Cell breakdown of the critical path :: buf_2 -> buf_12 -> mux2_2 -> mux4_2 -> clkdlybuf4s50_1
- According to the timing report, the arrival time at the worst endpoint equals 2.39 ns.
- Cell type group with the largest total delay on the critical path :: multiplexers

** Placed design
- The buffer_ports step reported a buffer count of 195.
- The HPWL after detailed placement is 6140 microns.
- Number of cells after detailed placement :: 365
- The final weighted congestion recorded by global placement is 0.834.

** Global route
- The number of antenna violations at the first check in global routing came to 0.
- Leftover overflow at the end of global routing :: 0
- Via count of the first global-routing pass :: 1674
- Total GRT Usage :: 11.0%
- Entering global routing, the biggest net connects 33 pins.
- The first global-routing pass estimated 9890 microns of wire.

** Floorplan
- Per the OpenROAD floorplan log, the area of the die is 0.0117 sq mm.
- Core area :: 0.00765 sq mm
- The floorplan has 32 rows.
- 197 I/O pins were placed.
- The die is 108 microns wide.
- Initial core utilization :: 17.0%
- The die is 108 microns tall.

** Timing
- Final Hold Violating Endpoints :: 0
- Cycle use final :: 82.9%
- Max-slew violation total from the final report :: 0
- Setup repair after global routing left no endpoint under its margin.
- The slew check shows that the tightest pin keeps a relative margin of 80.0%.
- After layout, the minimum clock period comes to 3.15 ns.
- Setup violations, final :: 0
- For this run, the top clock speed supported by timing is 317 MHz.
- Least-Margin Pin Slew :: 0.300 ns
- Fin Hold WS :: 2.62 ns
- For the final routed database, the setup TNS stands at 0 ns.

** Detailed routing
- Drt drc :: 0
- For this block, the routed nets add up to 7060 microns of wire.
- TritonRoute output was used to compute an average wire per cell of 19.3 microns.
- Initial DRC Count :: 37
- Number of search-and-repair iterations in the first detailed-routing pass :: 4
- Final antenna diode count :: 0
- The final route contains 1513 vias.
- For this run, the detailed router reports a per-instance via density of 4.15.
- Antenna violation net count after detailed routing :: 0

** Min path
- Hold Crit Depth :: 4
- Class of the tightest hold or removal check :: primary input to output pin
- Worst min-delay path startpoint :: mem_wb_rw[0]
- Looking at the hold checks, the worst path lands on write_data[16].

** Yosys
- Yosys stat chip area :: 0.00130 sq mm
- Number of instances in the synthesized netlist :: 75
- Warnings reported by Yosys during synthesis add up to 0.
- Simple-gate portion of the synthesized area :: 0%
- Looking at area per cell type in the netlist, the leader is sky130_fd_sc_hd__mux4_2.
- Distinct cell type count of the synthesized netlist :: 8
- Sequential element share of the synthesized area :: 0%
- For reference, the top cells by area after synthesis are sky130_fd_sc_hd__mux4_2, sky130_fd_sc_hd__mux2_4, sky130_fd_sc_hd__buf_12.
- The synth_stat.txt file lists the number of cells as 75.
- Top area contributor share :: 55.6%
- The cell area that synthesis handed to floorplanning was 0.00130 sq mm.
- Summing the areas of all xor and xnor instances in the mapped netlist gives 0% of the synthesized area.
- Yosys adder share :: 0%
- Multiplexer cells account for 92.1% of the synthesized area.
- Combinational family with the most area after synthesis :: multiplexers
- After Yosys synthesis, AND-OR and OR-AND compound gates account for 0% of the synthesized area.
- A synthesized cell averages 17.3 sq um.

** Clocking
- The number of hold buffers added after CTS was 0.
- CTS-repair resized insts :: 0
- Post-CTS Setup Inserts :: 0

** Power
- Peak supply drop :: 0.0467 mV
- Summed over all cells, the static leakage comes to 1.25 nW.
- Power per standard cell area :: 113 mW/mm^2

** Flow run
- Across all stage logs, warnings added up to 34.
- In this run the maximum-capacitance check reported violations numbering 0.
kinds of logic (layout without fill, tap and decap cells):
| kind of cell | count (synthesis) | count (layout) |
|---|---|---|
| buffers and inverters | 11 | 199 |
| muxes | 64 | 64 |
layout make-up:
class                           instances  area (sq um)
Fill cell                             723          4330
Multi-Input combinational cell         64          1190
Tap cell                              102           128
Timing Repair Buffer                  199          2000
stage by stage:
stage,setup WS (ns),cell area (sq um),total power (W)
global placement,0.628,3320,0.000379
CTS,0.634,3320,0.000382
global route,0.564,3320,0.000399
detailed placement,0.633,3320,0.000380
floorplan,1.32,1300,0.000129
finish,0.649,3320,0.000375
layer usage:
| metal | global-route usage, % | up-vias | share of wire, % |
|---|---|---|---|
| met5 | 0 | - | 0 |
| met4 | 0 | 0 | 0 |
| met3 | 4.46 | 0 | 12 |
| met2 | 19.2 | 99 | 51 |
| met1 | 13.4 | 695 | 37 |
| li1 | - | 719 | - |
power by group:
group | internal, W | switching, W | total, W
sequential | 0 | 0 | 0
combinational | 0.000303 | 0.0000722 | 0.000375
clock | 0 | 0 | 0
how the worst max path moves through the flow:
stage	start	to	slack [ns]	cells past startpoint
CTS	MemtoReg	write_data[0]	0.63	5
global route	MemtoReg	write_data[0]	0.56	5
finish	MemtoReg	write_data[31]	0.65	5
layout by cell type, fill, tap and decap left out:
cell type	instances
sky130_fd_sc_hd__buf_12	2
sky130_fd_sc_hd__mux4_2	32
sky130_fd_sc_hd__clkdlybuf4s50_1	193
sky130_fd_sc_hd__buf_2	2
sky130_fd_sc_hd__mux2_4	30
sky130_fd_sc_hd__buf_4	2
sky130_fd_sc_hd__mux2_2	2
Yosys cell counts (all sizes together):
cell type	instances
mux2	32
mux4	32
clkbuf	2
buf	9
tightest hold or removal path, cell delays in order:
cell and delay (ns):
sky130_fd_sc_hd__buf_2 0.10, sky130_fd_sc_hd__buf_12 0.26, sky130_fd_sc_hd__mux4_2 0.27, sky130_fd_sc_hd__clkdlybuf4s50_1 0.46
No activity file was given, so power comes from the tool's default toggle rates.
