===== config.mk =====
export PLATFORM = sky130hd
export DESIGN_NAME = fetch
export DESIGN_NICKNAME = fetch
export VERILOG_FILES = /design/flow/design.v
export SDC_FILE = /design/flow/constraint.sdc
export NUM_CORES = 4
export LEC_CHECK = 1
export CORE_UTILIZATION = 30

===== constraint.sdc =====
current_design fetch

set clk_period 3.9
set clk_io_pct 0.2

create_clock -name clk0 -period $clk_period [get_ports {clk}]

set non_clock_inputs [all_inputs -no_clocks]
set_input_delay [expr $clk_period * $clk_io_pct] -clock clk0 $non_clock_inputs
set_output_delay [expr $clk_period * $clk_io_pct] -clock clk0 [all_outputs]

===== run.sh =====
#!/bin/bash
# OpenROAD 26Q1-2900-gdf79404cd8, Yosys 0.63+post, stock flow scripts
make -C /OpenROAD-flow-scripts/flow DESIGN_CONFIG=/design/flow/config.mk WORK_HOME=/design/flow/orfs finish

===== design.v =====
`timescale 1ns / 1ps
module adder(input [31:0] a, b, output [31:0] c);
    assign c = a + b;
endmodule
`timescale 1ns / 1ps
module fetch(input rst_n, clk, Branch, stall, input [31:0] target, output [31:0] imem_addr);
    wire [31:0] PC, PCPlus4, PC_Next;
    mux pc_mux(.a(PCPlus4), .b(target), .s(Branch), .c(PC_Next));
    adder pc_adder(.a(PC), .b(32'h00000004), .c(PCPlus4));
    pc pc(.clk(clk), .rst_n(rst_n), .stall(stall), .pc_next(PC_Next), .pc(PC));
    assign imem_addr = PC;
endmodule
`timescale 1ns / 1ps
module mux(input s, input [31:0] a, b, output [31:0] c);
    assign c = ~s ? a : b;
endmodule
module mux4_1 
    (input [1:0] s,
     input [31:0] a, b, c,
     output [31:0] d);
     assign d = (s == 2'b01) ? b : (s == 2'b10) ? c : a;
endmodule
module mux_4_1
    (input [1:0] s,
     input [31:0] a, b, c, d,
     output [31:0] e);
     assign e = (s == 2'b00) ? a : (s == 2'b01) ? b : (s == 2'b10) ? c : d;
endmodule
`timescale 1ns / 1ps
module pc(input clk, rst_n, stall, input[31:0] pc_next, output reg [31:0] pc);
    always @(posedge clk or negedge rst_n)
    begin
        if (~rst_n) pc <= 32'h00000000;
        else if (~stall) pc <= pc_next;
    end
endmodule

==> impl_metrics.csv <==
group,metric,value,unit
status,status,"finished, final reports clean",
cts,post-cts-setup-buffers,0,
grt,use_met3,3.258,%
worst_setup_path,crit_path_end_kind,"flop",
yosys,yosys_cells,247,
power_and_ir_drop,peakVddDrop,0.1146,mV
yosys,top_cell_area_share,38.88,%
yosys,synthArstFlopShare,100.0,%
yosys,ys_seq_share,38.88,%
route,drtPass1Iterations,18,
route,routed_wl,5878,um
timing,finalClockSkew,0.005767,ns
cts,htreeDepth,2,
yosys,netlist-cell-type-count,45,
cts,clock_sinks,32,
grt,antenna_found_initial,0,
yosys,ys_chip_area,0.002059,mm2
yosys,netlist_instances,247,
power_and_ir_drop,comb_power_share,27.6,%
grt,overflow,0,
cts,clk_pin_slew,0.07,ns
worst_setup_path,cp_max_fo,16,
yosys,yosys-top-cells-area,"dfrtp_1 39%, nor2_1 5.3%, nand2_1 4.9%",
worst_setup_path,start_kind,"input port",
layout,largest_reg_flops,32,
route,antennaDiodeCount,0,
worst_setup_path,worst-setup-path-type,"in2reg",
floorplan,num_io_pins,68,
power_and_ir_drop,power_frac_seq,47.3,%
yosys,synth_area_leader_cell,"dfrtp_1",
cts,cts_root_buf,"clkbuf_8",
cts,cts_resized,0,
timing,worstMarginPinSlew,0.8945,ns
power_and_ir_drop,leakage,1.103,nW
grt,grt_max_degree,44,
cts,cts_hold_buf,0,
layout,drive_gt1_share,5.825,%
worst_setup_path,cp.required,4.11,ns
timing,rsz0062_at_grt,"false",
yosys,syn_avg_cell_area,8.338,um2
timing,slew_headroom,40.15,%
worst_setup_path,r2r-end,"pc.pc[23]",
route,drc,0,
route,ant_nets,0,
power_and_ir_drop,p_clk_share,25.1,%
yosys,edf_count,0,
yosys,synth_area,0.002059,mm2
route,wl_per_cell,15.23,um
grt,grt_busiest_layer,"met1",
worst_setup_path,startpoint,"stall",
floorplan,core,0.006495,mm2
route,drt_iter0_drc,141,
floorplan,chipArea,0.007200,mm2
placement,dp_hpwl,4109,um
timing,min_period,2.675,ns
floorplan,fp_util,31.71,%
worst_setup_path,worstPathArrival,2.89,ns
placement,routabilityCongestion,0.7984,
route,vias,2120,
power_and_ir_drop,finalPower,959.3,uW
layout,reg.largest.list,"pc.pc (32)",
yosys,synth_top_flop_cell,"dfrtp_1",
grt,grt_usage,17.22,%
timing,setup_viol_count_final,0,
layout,nFillCells,614,
cts,cts_made_buffers,5,
grt,grt_pass1_wl,9735,um
yosys,synth.ff_latch_count,32,
min_path,hold_path.class,"reg2reg",
cts,clk_latency,0.28,ns
floorplan,row_count,29,
worst_setup_path,rr_startpoint,"pc.pc[5]",
timing,drv_slew,0,
grt,grt_pass1_vias,1922,
floorplan,fp.dieH,84.86,um
cts,cts_tree,"built",
layout,combGateArea,0.001179,mm2
floorplan,die_w,84.86,um
layout,area_delta_synth_final,39.49,%
grt,met1_usage,28.21,%
layout,regMostFlops,"pc.pc",
power_and_ir_drop,switching_share,30.29,%
power_and_ir_drop,powerDensity,333.9,mW/mm2
cts,cts.path.max_buffers,2,
timing,max_freq,373.8,MHz
worst_setup_path,ff2ff_setup_slack,1.69,ns
power_and_ir_drop,internal_power,668.8,uW
yosys,yosysWarnings,1,
route,via_per_inst,5.492,
timing,setup_tns,0,ns
min_path,min_to,"pc.pc[1]",
min_path,hold_path_depth,2,
power_and_ir_drop,p_switching,290.6,uW
worst_setup_path,worst_r2r_path_depth,5,
timing,hold_violations,0,
grt,use_met2,25.06,%
min_path,min-delay-start,"pc.pc[1]",
layout,seqCellArea,800.8,um2
placement,io_buffers,67,
timing,finalCritPeriodShare,68.60,%
run,cap_violations,0,
run,warnings,25,
[cell families after synthesis]
group                    share of synthesized area, %
AND/OR/NAND/NOR                                 27.64
AND-OR/OR-AND                                   24.06
flip-flops                                      38.88
buffers and inverters                           3.888
multiplexers                                    4.921
adder cells (fa/ha/maj)                        0.6074
[final cells by class]
cell class	instances	area share, %
tap	77	3.354
timing repair buffer	71	24.39
inverter	5	0.6533
clock inverter	1	0.1742
multi-input combinational	194	41.03
clock buffer	6	2.526
sequential	32	27.87
[critical path: stages]
cell and delay [ns]:
clkdlybuf4s50_1 0.68, inv_1 0.52, nand2_1 0.29, or4_1 0.52, nand3_1 0.09
[layout by cell type (no fill, tap or decap), types with 5 or more instances in the layout]
master	n
clkbuf_8	5
inv_1	5
o22a_1	5
nand3_1	13
clkdlybuf4s50_1	67
nand2_1	27
dfrtp_1	32
a22oi_1	9
o21ai_0	18
nor2_1	29
nand4_1	8
a21oi_1	19
mux2i_1	9
[synth_stat cells (2+ instances only)]
master / instances
o21ai_0: 18
nand2b_1: 2
mux2i_1: 9
nor2b_1: 4
nor2_1: 29
nand2_1: 27
a2bb2oi_1: 2
and4_1: 4
nor3_2: 2
a211oi_1: 2
a22oi_1: 9
o22ai_1: 3
and2_1: 2
a31oi_1: 4
and3_1: 3
o22a_1: 5
nand4_1: 8
dfrtp_1: 32
nand3_1: 13
inv_1: 5
clkbuf_1: 15
nor4_1: 4
nor3_1: 3
a41oi_1: 3
a21oi_1: 19
[per-stage QoR]
stage	std cells	utilization, %	instance area (um2)	hold WS (ns)	worst slack (ns)
after floorplan	247	-	2059	0.4213	1.930
after global routing	386	44.23	2873	0.5102	1.039
final	386	44.23	2873	0.4831	1.225
after global placement	379	43.04	2795	0.4620	0.9427
after detailed placement	379	43.04	2795	0.4714	0.9528
after CTS	386	44.23	2873	0.4895	1.240
[layer usage]
metal | vias to the layer above | share of wire, % | wire, um
met5 | - | 0 | 0
met4 | 0 | 1.1 | 66
met3 | 5 | 4.7 | 277
met2 | 60 | 45 | 2650
met1 | 1004 | 49 | 2883
li1 | 1051 | - | -
[power groups by stage]
stage	combinational, mW	sequential, mW	clock, mW
finish	0.264	0.454	0.241
global route	0.295	0.465	0.266
CTS	0.269	0.454	0.249
[worst max-delay path by stage]
stage	slack, ns	end
CTS	1.24	pc.pc[21]
finish	1.22	pc.pc[21]
global route	1.04	pc.pc[21]
No activity file was given, so power comes from the tool's default toggle rates.
